`flow/run.sh`:
```
#!/bin/bash
# OpenROAD 26Q1-2900-gdf79404cd8, Yosys 0.63+post, stock flow scripts
make -C /OpenROAD-flow-scripts/flow DESIGN_CONFIG=/design/flow/config.mk WORK_HOME=/design/flow/orfs finish
```
`flow/config.mk`:
```
export PLATFORM = sky130hd
export DESIGN_NAME = divider_unsigned
export DESIGN_NICKNAME = divider_unsigned
export VERILOG_FILES = /design/flow/design.v
export SDC_FILE = /design/flow/constraint.sdc
export NUM_CORES = 4
export LEC_CHECK = 1
export CORE_UTILIZATION = 30
```
`flow/constraint.sdc`:
```
current_design divider_unsigned

set clk_period 210.4
set clk_io_pct 0.2

create_clock -name clk0 -period $clk_period

set non_clock_inputs [all_inputs -no_clocks]
set_input_delay [expr $clk_period * $clk_io_pct] -clock clk0 $non_clock_inputs
set_output_delay [expr $clk_period * $clk_io_pct] -clock clk0 [all_outputs]
```
`flow/design.v`:
```
`timescale 1ns / 1ns
module divider_unsigned (
    input  wire [31:0] i_dividend,
    input  wire [31:0] i_divisor,
    output wire [31:0] o_remainder,
    output wire [31:0] o_quotient
);
    wire [31:0] dividends[0:32];
    wire [31:0] remainders[0:32];
    wire [31:0] quotients[0:32];
    assign dividends[0] = i_dividend;
    assign remainders[0] = 0; 
    assign quotients[0] = 0;  
    genvar i;
    generate
        for (i = 0; i < 32; i = i + 1) begin : divu_chain
            divu_1iter divu_iter(
                .i_dividend(dividends[i]),
                .i_divisor(i_divisor), 
                .i_remainder(remainders[i]),
                .i_quotient(quotients[i]),
                .o_dividend(dividends[i + 1]), 
                .o_remainder(remainders[i + 1]), 
                .o_quotient(quotients[i + 1])   
            );
        end
    endgenerate
    assign o_remainder = remainders[32];
    assign o_quotient = quotients[32];
endmodule
module divu_1iter (
    input  wire [31:0] i_dividend,
    input  wire [31:0] i_divisor,
    input  wire [31:0] i_remainder,
    input  wire [31:0] i_quotient,
    output wire [31:0] o_dividend,
    output wire [31:0] o_remainder,
    output wire [31:0] o_quotient
);
    wire [31:0] tmp_remainder = {i_remainder[30:0], i_dividend[31]};
    wire sub_or_not = tmp_remainder >= i_divisor;
    assign o_dividend = i_dividend << 1;
    assign o_remainder = sub_or_not ? tmp_remainder - i_divisor : tmp_remainder;
    assign o_quotient = {i_quotient[30:0], sub_or_not ? 1'b1 : 1'b0};
endmodule
```
==> CHANGELOG.md <==
### Implementation results

* Outcome: finished, violations left
* Failing checks: max-capacitance violations, max-slew violations
* Ports at 128
* Sequential Area at 0 um2
* Crit start category: input port
* Post-CTS sizing at 0
* Starting Density at 30.3%
* MaxCap Viol Count at 1
* Initial antenna violation count at 7
* Required @ worst endpoint at 168,320 ps
* Vias/cell at 6.04
* Fill cell count at 22.7k
* # Cells Yosys at 9,426
* Pin count of the biggest net entering global routing at 52
* Switch share at 57.5%
* Tmin final at 195,460 ps
* CP max-delay cell: nor3_1
* Reported leakage power at 32.1 nW
* Routed vias at 73.7k
* Count of tool warnings at 32
* Syn-to-layout area delta at 7.71%
* Synthesis warning total at 1
* Die area at 212,000 um2
* DP Wirelength at 245,000 um
* Min-delay worst type: in -> out
* Crit share post-route at 92.9%
* DRC errors left at 0
* Drt wl/cell at 24.7 um
* DRT iter0 DRCs at 7,481
* Internal power at 0.109 mW
* Max Transition Viols Final at 6
* # Post-CTS Setup Buffers at 0
* Number of port buffers at 128
* First-pass GRT wire length at 441,000 um
* Clock buf count at 0
* Min-delay src: i_dividend[0]
* NetSw at 0.147 mW
* Placeable Area at 208,000 um2
* Worst setup path start: i_divisor[11]
* Critical path class: in -> out
* Final Setup Violations at 0
* WL final at 301,000 um
* Row count at 167
* CTS Hold Bufs at 0
* Vias in the first global route at 67.1k
* Die width at 460 um
* Combinational Area at 59,900 um2
* CP Buf/Inv Count at 67
* Cell count after synthesis at 9,426
* RSZ-0062 raised after global routing: false
* Total GRT Usage at 27.8%
* Registers at 0
* Placer congestion estimate at 1.08
* Worst-margin pin slew at 1640 ps
* Die height at 460 um
* Remaining antenna violation count after routing at 0
* Syn avg cell area at 6.68 um2
* Peak fanout along the critical path at 51
* Chip Area, Yosys at 63,000 um2
* Grt ovf at 0
* Max_slew headroom at -10.1%
* Hold_ws at 85,120 ps
* Worst vdd ir at 0.00000832 V
* Highest Clock Rate at 5.12 MHz
* Power density cells at 3.77 nW/um2
* CP max stage delay at 1300 ps
* CP endpoint kind: output pin
* Setup_tns at 0 ps
* Worst setup path end: o_remainder[31]
* Cell Type Count at 124
* Cell mode on critical path: ha_1
* Seq share, synth at 0%
* Dominant delay contributor by cell family on the critical path: AND-OR/OR-AND gates
* Cell Area, Synth at 63,000 um2
* Layout cells sized above 1 at 6.13%
* First-pass detailed-route iteration total at 6
* Crit path depth at 375
* Core Util, Final at 32.6%
* Hold Violations, Final at 0
* Critical path data arrival time at 153,380 ps
## logic make-up (layout without fill, tap and decap cells)
logic type | Yosys count | after routing | share of synthesized area [%]
AND-OR/OR-AND | 3526 | 3526 | 37.5
AND/OR/NAND/NOR | 3229 | 3229 | 24.1
adder cells (fa/ha/maj) | 1025 | 1025 | 20.7
buffers and inverters | 776 | 775 | 4.99
XOR/XNOR | 722 | 722 | 10.0
multiplexers | 148 | 148 | 2.55
other | 0 | 4 | 0
## stage by stage
step / power [mW] / instance area (um2) / std cells / setup slack, ps
floorplan: 0.168 / 63000 / 9426 / 36730
global placement: 0.253 / 67800 / 12200 / 19240
detailed placement: 0.250 / 67800 / 12200 / 18840
CTS: 0.252 / 67800 / 12200 / 18460
global route: 0.279 / 67800 / 12200 / 10280
finish: 0.256 / 67800 / 12200 / 14940
## synth_stat cells, types with 42 or more instances
| library cell | count | area [um2] |
|---|---|---|
| a21boi_0 | 58 | 435 |
| a21oi_1 | 927 | 4640 |
| nand3_1 | 225 | 1130 |
| buf_1 | 64 | 240 |
| nand4_1 | 171 | 1070 |
| ha_1 | 994 | 12400 |
| a211oi_1 | 113 | 848 |
| nor2b_1 | 110 | 688 |
| nand2_1 | 1041 | 3910 |
| o21a_1 | 204 | 1530 |
| o211ai_1 | 110 | 826 |
| o31a_1 | 45 | 394 |
| nor2_1 | 861 | 3230 |
| or2_2 | 55 | 344 |
| and2_1 | 93 | 582 |
| or3_1 | 74 | 463 |
| a31o_2 | 47 | 412 |
| nor3_1 | 209 | 1050 |
| clkbuf_1 | 159 | 597 |
| o21ai_1 | 42 | 210 |
| and3_1 | 71 | 444 |
| a21o_1 | 431 | 3240 |
| a211o_1 | 61 | 534 |
| inv_1 | 435 | 1630 |
| buf_2 | 50 | 250 |
| xor2_1 | 266 | 2330 |
| o21bai_1 | 123 | 923 |
| mux2_2 | 90 | 1010 |
| o21ai_0 | 610 | 3050 |
| nor4_1 | 60 | 375 |
| nand2b_1 | 116 | 726 |
| mux2i_1 | 56 | 561 |
| a31oi_1 | 151 | 945 |
| xnor2_1 | 456 | 3990 |
| o31ai_1 | 83 | 623 |
## routing by layer
layer	part of all wire, %	vias up	wire, um	track usage [%]
li1	-	35400	-	-
met1	44	34200	133000	39.9
met2	41	3572	123000	40.2
met3	9.6	603	28800	4.96
met4	5.6	8	17000	12.7
met5	0.016	-	48	0
## layout by cell type (no fill, tap or decap), types with 58 or more instances in the layout
master	n
nor2b_1	110
nor4_1	59
nand3_1	225
and3_1	71
o21a_1	204
xnor2_1	456
a211o_1	61
a21boi_0	58
a21o_1	431
clkdlybuf4s50_1	126
o21bai_1	123
xor2_1	266
a211oi_1	113
nor2_1	859
mux2_2	90
inv_1	404
or3_1	74
nand4_1	171
a31oi_1	151
ha_1	994
a21oi_1	926
nand2_1	1041
o31ai_1	83
o211ai_1	110
buf_4	186
o21ai_0	610
nand2b_1	116
nor3_1	208
and2_1	93
## power by group through the flow
stage                     clock [mW]  combinational, mW  sequential, mW
after CTS                          0              0.252               0
after global routing  0.000000000673              0.279               0
## final cells by class
type	count	area share [%]
multi-input cells	8650	88.3
well taps	2788	5.14
diodes	4	0.0148
inverters	460	2.55
repair buffers	315	3.99
## how the worst min path moves through the flow
stage / slack [ps] / cells after the start / to
CTS: 85130 / 4 / o_remainder[0]
global route: 85200 / 4 / o_remainder[0]
finish: 85120 / 4 / o_remainder[0]
Power and IR drop assume default switching activity.
