==> design/flow/design.v <==
`timescale 1ns / 1ps
module gp1(input wire a, b,
           output wire g, p);
   assign g = a & b;
   assign p = a | b;
endmodule
module gp4(input wire [3:0] gin, pin,
           input wire cin,
           output wire gout, pout,
           output wire [2:0] cout);
   assign pout = &pin;
   assign gout = gin[3] | (pin[3] & gin[2]) | (pin[3] & pin[2] & gin[1]) | (pin[3] & pin[2] & pin[1] & gin[0]);
   assign cout[0] = gin[0] | (pin[0] & cin);
   assign cout[1] = gin[1] | (pin[1] & gin[0]) | (pin[1] & pin[0] & cin);
   assign cout[2] = gin[2] | (pin[2] & gin[1]) | (pin[2] & pin[1] & gin[0]) | (pin[2] & pin[1] & pin[0] & cin);
endmodule
module gp8(input wire [7:0] gin, pin,
           input wire cin,
           output wire gout, pout,
           output wire [6:0] cout);
   wire [1:0] gout_tmp;
   wire [1:0] pout_tmp;
   wire [6:0] cout_tmp;
   wire cout_inter;
   wire cin_tmp;
   assign cin_tmp = 1'b0;
   gp4 gp4_lower(
      .gin(gin[3:0]),
      .pin(pin[3:0]),
      .cin(cin_tmp),
      .gout(gout_tmp[0]),
      .pout(pout_tmp[0]),
      .cout(cout_tmp[2:0])
   );
   gp4 gp4_upper(
      .gin(gin[7:4]),
      .pin(pin[7:4]),
      .cin(cin_tmp),
      .gout(gout_tmp[1]),
      .pout(pout_tmp[1]),
      .cout(cout_tmp[6:4])
   );
   assign pout = &pout_tmp;
   assign gout = gout_tmp[1] | (pout_tmp[1] & gout_tmp[0]);
   assign cout_tmp[3] = gout_tmp[0] | (pout_tmp[0] & cin);
   genvar i, j;
   for(j = 0; j < 2; j++)begin
      for(i = 0; i < 3; i++)begin
         assign cout[j*4+i] = cout_tmp[j*4+i] | ((&pin[j*4+i:j*4]) & ((j == 0) ? cin : cout_tmp[(j-1)*4 + 3]));
      end
   end
   assign cout[3] = cout_tmp[3];
endmodule
module cla
  (input wire [31:0]  a, b,
   input wire         cin,
   output wire [31:0] sum);
   wire [31:0] gin, pin;
   wire [3:0] gout, pout; 
   wire [30:0] cout, cout_tmp;
   wire cin_tmp;
   assign cin_tmp = 1'b0;
   genvar i, j;
   for(i = 0; i < 32; i++) begin : gp
      gp1 _gp1(.a(a[i]), .b(b[i]), .g(gin[i]), .p(pin[i]));
   end
   for(i = 0; i < 4; i++)begin : gp8_block
      gp8 _gp8(
         .gin(gin[i*8+7:i*8]),
         .pin(pin[i*8+7:i*8]),
         .cin(cin_tmp),
         .gout(gout[i]),
         .pout(pout[i]),
         .cout(cout_tmp[i*8+6:i*8])
         );
   end
   assign cout_tmp[7] = gout[0] | pout[0] & cin;
   assign cout_tmp[15] = (gout[1] | pout[1] & gout[0]) | (&pout[1:0] & cin);
   assign cout_tmp[23] = (gout[2] | pout[2] & gout[1] | &pout[2:1] & gout[0]) | (&pout[2:0] & cin);
   for(i = 0; i < 4; i++)begin
      for(j = 0; j < 7; j++)begin
         assign cout[i*8+j] = cout_tmp[i*8+j] | (&pin[i*8+j : i*8] & ((i == 0) ? cin : cout_tmp[i*8-1]));
      end
   end
   assign cout[7] = cout_tmp[7];
   assign cout[15] = cout_tmp[15];
   assign cout[23] = cout_tmp[23];
   genvar k;
   assign sum[0] = a[0] ^ b[0] ^ cin;
   for(k = 1; k < 32; k++) begin
      assign sum[k] = a[k] ^ b[k] ^ cout[k-1];
   end
endmodule
==> design/flow/run.sh <==
#!/bin/bash
# OpenROAD 26Q1-2900-gdf79404cd8, Yosys 0.63+post, stock flow scripts
make -C /OpenROAD-flow-scripts/flow DESIGN_CONFIG=/design/flow/config.mk WORK_HOME=/design/flow/orfs finish
==> design/flow/config.mk <==
export PLATFORM = sky130hd
export DESIGN_NAME = cla
export DESIGN_NICKNAME = cla
export VERILOG_FILES = /design/flow/design.v
export SDC_FILE = /design/flow/constraint.sdc
export NUM_CORES = 4
export LEC_CHECK = 1
export CORE_AREA = 10 10 113 113
export DIE_AREA = 0 0 123 123
==> design/flow/constraint.sdc <==
current_design cla

set clk_period 16.0
set clk_io_pct 0.2

create_clock -name clk0 -period $clk_period

set non_clock_inputs [all_inputs -no_clocks]
set_input_delay [expr $clk_period * $clk_io_pct] -clock clk0 $non_clock_inputs
set_output_delay [expr $clk_period * $clk_io_pct] -clock clk0 [all_outputs]
==> results.json <==
{
  "worstSetupEndpointType": "primary output",
  "wire_per_inst_um": 10.9,
  "worst_pin_slew_ps": 558,
  "rsz0062_at_grt": "no",
  "grt.overflow.total": 0,
  "vias": 1962,
  "fmax_mhz": 106,
  "synth-cells-yosys": 277,
  "flop_area_um2": 0,
  "fp_util_pct": 20.6,
  "ff_count": 0,
  "drc": 0,
  "synth.distinct_cells": 41,
  "finalMaxSlewViolations": 0,
  "netlist_area_mm2": 0.00212,
  "routabilityCongestion": 0.821,
  "die_w_um": 123,
  "synth_cells": 277,
  "rows": 37,
  "outcome": "finished clean",
  "worstSetupPathType": "in2out",
  "post_cts_buffers": 0,
  "hold_viol_final": 0,
  "common_cells": "inv_1 (83), ha_1 (62), nor2_1 (18), xnor2_1 (18), a21oi_1 (12)",
  "worstPathRequired_ps": 12800,
  "grt_usage_pct": 7.02,
  "fp.dieH_um": 123,
  "antenna_found_initial": 0,
  "p_leak_nw": 1.61,
  "vdd_drop_max_mv": 0.0133,
  "synth.most_common_cell": "inv_1",
  "synthToLayoutAreaGrowth_pct": 53.8,
  "fin_crit_sh_pct": 58.8,
  "hold_class": "in2out",
  "yosys_area_mm2": 0.00212,
  "drive_gt1_share_pct": 7.22,
  "utilization_pct": 31.6,
  "grt_pass1_vias": 1977,
  "post-dp-hpwl_mm": 5.25,
  "ctsResizeCount": 0,
  "dieArea_mm2": 0.0151,
  "cp-start-kind": "primary input",
  "worstPathMaxFanout": 6,
  "timing.setup.tns_ps": 0,
  "clkbuf_count": 0,
  "ioPinCount": 97,
  "crit_arrival_ps": 6200,
  "vias_per_cell": 3.85,
  "tool_warnings": 67,
  "top_area_share_pct": 36.6,
  "yosysWarnings": 0,
  "whs_ps": 7450,
  "syn_area_per_cell_um2": 7.66,
  "cts-hold-fix-buffers": 0,
  "period_minus_slack_ps": 9400,
  "slew_headroom_pct": 62.5,
  "power.density_mw_per_mm2": 34.8,
  "diodes": 0,
  "cap_viol_max_count": 0,
  "setup_viol": 0,
  "place.port_buffers": 97,
  "core_mm2": 0.0103,
  "grt_pass1_wl_mm": 8.99,
  "drt_iter0_drc": 48,
  "wl_mm": 5.58,
  "power_mw": 0.113,
  "top_area_cell": "ha_1",
  "ant_nets": 0,
  "seq_area_frac_synth_pct": 0,
  "grt_max_degree": 7,
  "dr.pass1.iters": 4,
  "yosys-top-cells-area": "ha_1 (37%), inv_1 (15%), xnor2_1 (7.4%)"
}
==> through the flow <==
step	instances	instance area, um^2	worst slack [ps]
2_1_floorplan	277	2120	7770
3_5_place_dp	510	3260	6560
6_report	510	3260	6600
3_3_place_gp	510	3260	6580
5_1_grt	510	3260	6410
4_1_cts	510	3260	6550
==> layout make-up <==
type                       count  area (um^2)
fill                        1059         7060
inverter                      86          323
multi-input combinational    191         1800
tap                          136          170
timing repair buffer          97          971
==> cells in the final DEF, fill, tap and decap left out, types with 4 or more instances in the layout <==
cell	synthesis	layout
a21oi_2	8	8
o21bai_1	5	5
xnor2_1	18	18
fa_1	4	4
ha_1	62	62
nand2b_1	4	4
xor2_1	11	11
inv_1	83	83
nor2_1	18	18
a21oi_1	12	12
clkdlybuf4s50_1	0	97
nor3_1	6	6
nand3_1	4	4
==> path summary, 6_finish.rpt <==
kind	cells past startpoint	start	slack [ps]	to
setup / recovery	13	a[12]	6600	sum[25]
hold / removal	4	a[31]	7450	sum[31]
==> kinds of logic (layout without fill, tap and decap cells) <==
family | Yosys count | after routing | synth area share [%]
compound gates | 45 | 45 | 18.8
simple gates | 51 | 51 | 13.7
xor+xnor | 29 | 29 | 12.0
fa+ha+maj | 66 | 66 | 40.3
buf+inv | 86 | 183 | 15.2
==> where the power goes <==
group | total, mW | switching, mW | internal, mW
Sequential | 0 | 0 | 0
Clock | 0 | 0 | 0
Combinational | 0.113 | 0.0419 | 0.0716
Total | 0.113 | 0.0419 | 0.0716
==> metal layers <==
metal,track usage (%),routed length [um]
met2,12.0,2510
met1,8.90,2500
met4,0,0
met3,2.41,577
met5,0,0
==> worst max-delay path, stage by stage <==
cell	delay (ps)
clkdlybuf4s50_1	480
inv_1	50
ha_1	240
nor4_4	400
nand4_1	150
a21oi_2	150
a21oi_2	70
nand2_4	120
a21oi_2	100
o21a_1	230
fa_1	380
xnor2_1	140
clkdlybuf4s50_1	480
No activity file was given, so power comes from the tool's default toggle rates.
